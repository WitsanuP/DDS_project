[./run.sh]
#!/bin/bash
# OpenROAD 26Q1-2900-gdf79404cd8, Yosys 0.63+post, stock flow scripts
make -C /OpenROAD-flow-scripts/flow DESIGN_CONFIG=/design/flow/config.mk WORK_HOME=/design/flow/orfs finish
[./config.mk]
export PLATFORM = sky130hd
export DESIGN_NAME = ResetGen_Module
export DESIGN_NICKNAME = ResetGen_Module
export VERILOG_FILES = /design/flow/design.v
export SDC_FILE = /design/flow/constraint.sdc
export NUM_CORES = 4
export LEC_CHECK = 1
export CORE_AREA = 10 10 97 97
export DIE_AREA = 0 0 107 107
[./constraint.sdc]
current_design ResetGen_Module

set clk_period 3.2
set clk_io_pct 0.2

create_clock -name clk0 -period $clk_period [get_ports {CLK}]

set non_clock_inputs [all_inputs -no_clocks]
set_input_delay [expr $clk_period * $clk_io_pct] -clock clk0 $non_clock_inputs
set_output_delay [expr $clk_period * $clk_io_pct] -clock clk0 [all_outputs]
[./design.v]
module ResetGen_Module(
    input   wire    CLK,
    input   wire    ExtRESETn,
    input   wire    PllLocked,
    output  wire    PllRESETn,
    output  wire    FgRESETn
);
    localparam cExtIgnore = 23'd12000;
    reg [3:0]   rStartupCnt = 4'd0;
    reg [3:0]   rHoldCnt = 4'd0;
    reg [22:0]  rExtIgnoreCnt = 23'd0;
    reg rPllRESETn;
    reg rFgRESETn;
    assign PllRESETn       = rPllRESETn;
    assign FgRESETn        = rFgRESETn;   
    always @(posedge CLK) begin : u_rStartupCnt
        rStartupCnt <= (rStartupCnt < 15) ? rStartupCnt + 4'd1 : rStartupCnt; 
    end
    always @(posedge CLK) begin : u_rExtIgnoreCnt
        if(rExtIgnoreCnt == 23'd0) begin
            rExtIgnoreCnt <= (ExtRESETn == 1'd0) ? 23'd1 : 23'd0;
        end
        else begin
            rExtIgnoreCnt <= (rExtIgnoreCnt == cExtIgnore) ? 23'd0 : rExtIgnoreCnt + 23'd1;
        end
    end
    always @(posedge CLK) begin : u_rHoldCnt
        rHoldCnt <= (ExtRESETn == 1'd0 && rExtIgnoreCnt == 23'd0) ? 4'd1 : 
                    (rHoldCnt == 4'd0) ? 4'd0 : rHoldCnt + 4'd1;
    end
    always @(posedge CLK) begin : u_rPllRESETn
        rPllRESETn <=   (rStartupCnt < 15) ? 1'd0 :
                        (rHoldCnt >= 15 | rHoldCnt == 4'd0) ? 1'd1 : 1'd0;
    end
    always @(posedge CLK) begin : u_rFgRESETn
        rFgRESETn <= (PllLocked == 1'd1) ? 1'd1 : 1'd0;
    end
endmodule
==> flow_results.xml <==
<?xml version="1.0" encoding="UTF-8"?>
<metrics>
  <group name="placed_design">
    <metric name="gpl.final_weighted_congestion" unit="">0.843</metric>
    <metric name="place_area" unit="um^2">1590</metric>
    <metric name="place_hpwl" unit="mm">1.77</metric>
    <metric name="io_buffers" unit="">4</metric>
    <metric name="dpl_worst_slack" unit="ns">1.42</metric>
  </group>
  <group name="synthesis">
    <metric name="flip_flops_with_a_built_in_enable" unit="">4</metric>
    <metric name="logic_family" unit="">simple AND/OR/NAND/NOR gates</metric>
    <metric name="synth_async_sr_flop_share" unit="">0</metric>
    <metric name="chip_area_in_the_yosys_report" unit="um^2">1440</metric>
    <metric name="synth.ff_latch_count" unit="">33</metric>
    <metric name="ys.flop_type" unit="">sky130_fd_sc_hd__dfxtp_1</metric>
    <metric name="aoi_share" unit="">0.0209</metric>
    <metric name="synthesis.instances" unit="">145</metric>
    <metric name="synth_largest_type_area_fraction" unit="">0.403</metric>
    <metric name="synth.area.top_cells" unit="">sky130_fd_sc_hd__dfxtp_1, sky130_fd_sc_hd__xnor2_1, sky130_fd_sc_hd__edfxtp_1</metric>
    <metric name="post_synth_mux_area_share" unit="">0.00696</metric>
    <metric name="synth.distinct_cells" unit="">31</metric>
    <metric name="synthesis.area_per_instance" unit="um^2">9.92</metric>
    <metric name="postSynthSeqShare" unit="">0.487</metric>
    <metric name="synthAdderAreaFrac" unit="">0.0435</metric>
    <metric name="synth.largest_area_cell" unit="">sky130_fd_sc_hd__dfxtp_1</metric>
    <metric name="synthSimpleGateAreaFrac" unit="">0.269</metric>
    <metric name="synthesis.yosys.warnings" unit="">1</metric>
    <metric name="ys_cells" unit="">145</metric>
    <metric name="syn-cell-area" unit="um^2">1440</metric>
    <metric name="yosys.area_share.xor_xnor" unit="">0.146</metric>
  </group>
  <group name="sta">
    <metric name="fin_tns_setup" unit="ns">0</metric>
    <metric name="maxSlewViolCount" unit="">0</metric>
    <metric name="final_critical_path_required_period" unit="ns">1.81</metric>
    <metric name="finClkSkew" unit="ns">0.00365</metric>
    <metric name="setup_viol" unit="">0</metric>
    <metric name="rsz_0062_raised_after_global_routing" unit="">no</metric>
    <metric name="hold_violations" unit="">0</metric>
    <metric name="worst_slew_margin_rel" unit="">0.700</metric>
    <metric name="maxClockFrequency" unit="MHz">552</metric>
    <metric name="setup_slack" unit="ns">1.39</metric>
    <metric name="max_slew.worst_pin.slew" unit="ns">0.450</metric>
    <metric name="final.period_utilization" unit="">0.566</metric>
  </group>
  <group name="layout">
    <metric name="layout-drive-gt1-share" unit="">0.0774</metric>
    <metric name="area.combinational" unit="um^2">699</metric>
    <metric name="fillCellCount" unit="">793</metric>
    <metric name="fin_area" unit="um^2">1710</metric>
    <metric name="layout-area-overhead-vs-synth" unit="%">18.8</metric>
    <metric name="regArea" unit="um^2">701</metric>
    <metric name="post-route-util" unit="">0.234</metric>
  </group>
  <group name="critical_path">
    <metric name="rrSetupSlack" unit="ns">1.39</metric>
    <metric name="timing_worst_setup_path_type" unit="">flop to flop</metric>
    <metric name="critPathCaptureType" unit="">flop</metric>
    <metric name="worst-endpoint-arrival" unit="ns">2.00</metric>
    <metric name="reg2reg_depth" unit="">5</metric>
    <metric name="critical_r2r_capture" unit="">rExtIgnoreCnt[22]$_SDFF_PP0_</metric>
    <metric name="r2r-start" unit="">rExtIgnoreCnt[0]$_DFF_P_</metric>
    <metric name="cp-start-kind" unit="">flop</metric>
    <metric name="cp_data_required_time" unit="ns">3.38</metric>
    <metric name="worstPathMaxFanout" unit="">5</metric>
    <metric name="worstSetupStartpoint" unit="">rExtIgnoreCnt[0]$_DFF_P_</metric>
    <metric name="crit_end" unit="">rExtIgnoreCnt[22]$_SDFF_PP0_</metric>
  </group>
  <group name="grt">
    <metric name="number_of_global_route_vias_before_repair" unit="">955</metric>
    <metric name="antenna_found_initial" unit="">0</metric>
    <metric name="globalRouteTotalUtil" unit="">0.0447</metric>
    <metric name="grt.overflow.total" unit="">0</metric>
    <metric name="grt_first_pass_wirelength" unit="mm">4.36</metric>
    <metric name="grt_start_max_net_pins" unit="">13</metric>
  </group>
  <group name="pwr">
    <metric name="p_leak" unit="nW">0.661</metric>
    <metric name="irDropWorstVdd" unit="V">0.000202</metric>
    <metric name="cellPowerDensity" unit="nW/um^2">564</metric>
  </group>
  <group name="clock_tree">
    <metric name="tritoncts.num_buffers" unit="">5</metric>
    <metric name="path_clk_slew" unit="ns">0.07</metric>
    <metric name="root_buffer" unit="">sky130_fd_sc_hd__clkbuf_8</metric>
    <metric name="worst_skew_pair.late_latency" unit="ns">0.29</metric>
    <metric name="cts_tree" unit="">yes</metric>
    <metric name="cts-htree-levels" unit="">2</metric>
    <metric name="post-cts-setup-buffer-count" unit="">0</metric>
    <metric name="clkSinkCount" unit="">33</metric>
    <metric name="cts-root-to-sink-buffers" unit="">2</metric>
    <metric name="cts_repair_resize_count" unit="">0</metric>
    <metric name="cts.hold.buffers_added" unit="">0</metric>
  </group>
  <group name="die">
    <metric name="die_x" unit="um">107</metric>
    <metric name="dieArea" unit="um^2">11400</metric>
    <metric name="placementRows" unit="">31</metric>
    <metric name="design.portCount" unit="">5</metric>
    <metric name="die_h" unit="um">107</metric>
    <metric name="core_area" unit="um^2">7290</metric>
    <metric name="initCoreUtil" unit="">0.197</metric>
  </group>
  <group name="worst_hold_path">
    <metric name="class_of_the_tightest_hold_or_removal_check" unit="">flop to flop</metric>
  </group>
  <group name="routing">
    <metric name="diodes" unit="">0</metric>
    <metric name="drt-wirelength-per-cell" unit="um">9.77</metric>
    <metric name="ant_nets" unit="">0</metric>
    <metric name="dr.first_iter.drc_count" unit="">58</metric>
    <metric name="routed-via-count" unit="">1000</metric>
    <metric name="drcViolationCount" unit="">0</metric>
    <metric name="number_of_vias_per_cell_after_detailed_routing" unit="">3.94</metric>
    <metric name="wirelength" unit="mm">2.48</metric>
    <metric name="first_pass_iters" unit="">4</metric>
  </group>
  <group name="flow_run">
    <metric name="number_of_logged_tool_warnings" unit="">27</metric>
    <metric name="max_cap_violations" unit="">0</metric>
  </group>
  <group name="outcome">
    <metric name="run_status" unit="">completed</metric>
  </group>
</metrics>
worst min path at each step:
stage | start | to | slack [ns] | cells past startpoint
after CTS | rExtIgnoreCnt[22]$_SDFF_PP0_ | rExtIgnoreCnt[22]$_SDFF_PP0_ | 0.48 | 1
after global routing | rExtIgnoreCnt[22]$_SDFF_PP0_ | rExtIgnoreCnt[22]$_SDFF_PP0_ | 0.49 | 1
final | rExtIgnoreCnt[22]$_SDFF_PP0_ | rExtIgnoreCnt[22]$_SDFF_PP0_ | 0.48 | 1
cells by family after synthesis:
kind of cell,count (synthesis)
AND-OR/OR-AND,5
XOR/XNOR,24
adder cells (fa/ha/maj),5
buffers and inverters,10
flip-flops,33
multiplexers,1
AND/OR/NAND/NOR,67
synthesized netlist by cell type (2+ instances only):
cell and number:
sky130_fd_sc_hd__edfxtp_1 4, sky130_fd_sc_hd__o21ai_0 2, sky130_fd_sc_hd__dfxtp_1 29, sky130_fd_sc_hd__ha_1 5
sky130_fd_sc_hd__nor2_1 15, sky130_fd_sc_hd__and3_1 2, sky130_fd_sc_hd__and4_1 2, sky130_fd_sc_hd__nor4_1 4
sky130_fd_sc_hd__nor3_1 6, sky130_fd_sc_hd__nand4_1 8, sky130_fd_sc_hd__nand3_1 11, sky130_fd_sc_hd__inv_1 8
sky130_fd_sc_hd__xnor2_1 15, sky130_fd_sc_hd__nand2_1 8, sky130_fd_sc_hd__xor2_1 9, sky130_fd_sc_hd__nor3b_1 2
metrics by stage:
stage | hold WS, ns | total power [W] | cells
CTS | 0.484 | 0.000981 | 254
global route | 0.492 | 0.00102 | 254
global placement | 0.473 | 0.000585 | 246
detailed placement | 0.471 | 0.000589 | 246
floorplan | 0.434 | 0.000555 | 145
finish | 0.480 | 0.000965 | 254
sequential cells by signal, summed over array words and instances, names as in the netlist:
signal and flops:
rFgRESETn 1, rExtIgnoreCnt 23, rHoldCnt 4, rStartupCnt 4
rPllRESETn 1
worst max-delay path, cell delays in order, from the launching register on:
cell and delay [ns]:
sky130_fd_sc_hd__dfxtp_1 0.39, sky130_fd_sc_hd__ha_1 0.23, sky130_fd_sc_hd__nand4_1 0.28, sky130_fd_sc_hd__nor4_4 0.28, sky130_fd_sc_hd__or3b_1 0.40, sky130_fd_sc_hd__xnor2_1 0.13
cells in the final DEF (no fill, tap or decap), drive strengths merged, types with 2 or more instances in the layout:
master         count
and3               2
nor4               5
xnor2             15
and4               3
xor2               9
nand3             11
o21ai              2
nor2              15
inv                8
clkdlybuf4s50      4
ha                 5
nand4              9
dfxtp             29
edfxtp             4
nand2              8
clkbuf             5
nor3b              2
a21oi              2
nor3               6
layer usage:
layer / global-route usage / wire length, um / vias up
met5: 0 / 0 / -
met4: 0.0135 / 73 / 0
met3: 0.0115 / 100 / 6
met2: 0.0680 / 1070 / 20
met1: 0.0613 / 1240 / 451
li1: - / - / 523
final cells by class:
type / count / area share
well taps: 99 / 0.0725
multi-input cells: 102 / 0.409
clock buffers: 5 / 0.0403
flip-flops and latches: 33 / 0.410
repair buffers: 4 / 0.0234
inverters: 8 / 0.0176
clock inverters: 3 / 0.0271
report_power, final:
group          internal [W]  switching, W
Clock              0.000233      0.000155
Sequential         0.000454     0.0000246
Combinational     0.0000572     0.0000415
Power and IR drop assume default switching activity.
