--- ./design.v ---
module oscillator (Fg_CLK, RESETn, Enable, Ready, init1, init2, Mode, freqchange, out1, out2);
    input Fg_CLK;
    input RESETn;
    input Enable;
    input Ready;
    input [31:0] init1; 
    input [31:0] init2; 
    input [3:0]Mode;
    input freqchange;
    output reg [31:0] out1;
    output reg [31:0] out2;
    reg [31:0] a;
    reg [31:0] b;
    reg [63:0] c;
    reg [31:0] out;
    reg [31:0] out1_a;
    reg zcross;
    reg dir;
    reg do_update;
    reg update_wait;
    always @(*)begin  
        c       <=  $signed(a)*$signed(out1);
        out1_a  <=  c[60:29];
    end
    always @(*)begin  
        out     <= out1_a-out2;
    end
    always @(posedge Fg_CLK or negedge RESETn)begin  
        if      (~RESETn)   out1 <= 0;
        else if (Ready | do_update)     begin
            if (dir) out1 <= init1;
            else     out1 <= ~init1 + 1;
        end
        else if (Enable)    out1 <= out;
    end
    always @(posedge Fg_CLK or negedge RESETn)begin  
        if      (~RESETn)   out2 <= 0;
        else if (Ready | do_update)     out2 <= 32'h000000AB;
        else if (Enable)    out2 <= out1;
    end
    always @(posedge Fg_CLK or negedge RESETn)begin  
        if      (~RESETn)   a <= 0;
        else if (Ready | do_update)     a <= init2;
    end
    always @(*)begin 
            if (Mode == 4) begin  
            if((out1 [31:23] == 9'd0)||(out1 [31:23] == {9{1'b1}})) zcross <= 1;
            else zcross <= 0;
        end
        else begin  
            if((out1 [31:22] == 10'd0)||(out1 [31:22] == {10{1'b1}})) zcross <= 1;
            else zcross <= 0;
        end
    end
    always @(*)begin 
        if (out2[31]) dir <= 1;  
        else          dir <= 0;  
    end
    always @(posedge Fg_CLK or negedge RESETn)begin 
        if      (~RESETn)    update_wait <= 0;
        else if (freqchange) update_wait <= 1;
        else if (do_update)     update_wait <= 0;
    end
    always @(*)begin  
        if(zcross & update_wait) do_update <= 1;
        else do_update <= 0;
    end
endmodule
--- ./run.sh ---
#!/bin/bash
# OpenROAD 26Q1-2900-gdf79404cd8, Yosys 0.63+post, stock flow scripts
make -C /OpenROAD-flow-scripts/flow DESIGN_CONFIG=/design/flow/config.mk WORK_HOME=/design/flow/orfs finish
--- ./config.mk ---
export PLATFORM = sky130hd
export DESIGN_NAME = oscillator
export DESIGN_NICKNAME = oscillator
export VERILOG_FILES = /design/flow/design.v
export SDC_FILE = /design/flow/constraint.sdc
export NUM_CORES = 4
export LEC_CHECK = 1
export CORE_UTILIZATION = 50
--- ./constraint.sdc ---
current_design oscillator

set clk_period 20.5
set clk_io_pct 0.2

create_clock -name clk0 -period $clk_period [get_ports {Fg_CLK}]

set non_clock_inputs [all_inputs -no_clocks]
set_input_delay [expr $clk_period * $clk_io_pct] -clock clk0 $non_clock_inputs
set_output_delay [expr $clk_period * $clk_io_pct] -clock clk0 [all_outputs]
==> run notes <==
Notes from the flow run.

GRT:
- The run puts the met2 demand-to-capacity share in global routing at 53.84%.
- The run gives the met1 track demand over resource as 43.67%.
- Global routing consumed, on the met3 layer, 11.67% of the routing resources.
- The initial antenna violation count is 0.
- The run gives the maximum number of pins on one net before global-route repair as 67.
- The run puts the total grt overflow at 0.
- The run gives the first-pass GRT wire length as 189000 um.
- The run gives the via count of the first global-routing pass as 32500.
- Global routing used 33.08% of the available tracks across all layers.
- Looking at the global route congestion table, the highest-usage layer is met2.

Floorplan:
- The run puts the vertical die size at 288.1 um.
- The run puts the die area at 0.08300 sq mm.
- The floorplan has 104 rows.
- 137 I/O pins were placed.
- The run gives the core box area as 0.08081 sq mm.
- The run gives the floorplan die width as 288.1 um.
- Once the floorplan was initialized, standard cells occupied 50.65% of the core.

Logic synthesis:
- The most used flip-flop cell after synthesis is sky130_fd_sc_hd__dfrtp_1.
- Looking at area per cell type in the netlist, the leader is sky130_fd_sc_hd__fa_1.
- Yosys attributes the largest share of cell area to sky130_fd_sc_hd__fa_1 51%, sky130_fd_sc_hd__inv_1 9.0%, sky130_fd_sc_hd__and2_1 8.6%.
- The run puts the portion of synthesized cell area occupied by the leading cell type at 51.36%.
- The run puts the cell count after synthesis at 4440.
- The run gives the post-synth tally of flip-flops with integrated enable as 0.
- The run gives the tally of unique sky130hd cells used after synthesis as 67.
- Before any placement, the netlist area is recorded as 0.04093 sq mm.
- The run gives the post-synthesis cell count from yosys as 4440.
- The run puts the number of flip-flops and latches in the synthesized netlist at 97.
- According to the Yosys statistics, the synthesized design has a chip area of 0.04093 sq mm.
- For this run, the number of Yosys warnings is 1.
- The run puts the post-synthesis sequential area ratio at 5.931%.
- The run puts the post-synthesis average cell area at 9.218 sq um.
- The run gives the post-synthesis async set-or-reset flop share as 100.0%.

Drt:
- The run gives the detailed-routing iteration count for the pre-antenna-repair pass as 5.
- The run gives the detailed router's first-iteration violation count as 1216.
- The run gives the number of antenna cells inserted as 0.
- The run puts the post-route DRC violation count at 0.
- The run puts the detailed-route wire length at 117900 um.
- The run puts the per-cell via count in the routed design at 5.317.
- The final route contains 29230 vias.
- The run gives the number of nets still failing antenna checks after routing as 0.
- After detailed routing, the average wire length per cell comes to 21.45 um.

Critical path:
- The slowest stage of the critical path belongs to the cell sky130_fd_sc_hd__fa_1.
- The critical path is of the reg2reg type.
- The run puts the critical-path maximum fanout at 20.
- For the worst reg-to-reg path, the startpoint reported by OpenROAD is out1[4].
- In this design, the stage delay of the slowest critical-path cell is 0.99 ns.
- Per the timing report, the most critical flop-to-flop path finishes at out1[31].
- The cell that appears most often on the critical path is sky130_fd_sc_hd__fa_1.
- The run puts the worst-case reg-to-reg path depth at 28.
- The run gives the register-to-register setup slack as 10.15 ns.
- The run puts the arrival time at the worst endpoint at 10.67 ns.
- The run gives the element type at the critical path end as a flop.
- The run gives the kind of launch point of the worst setup path as a flop.
- The required time at the worst endpoint is listed as 20.83 ns.

Layout:
- The run puts the final design instance area without fill at 0.04365 sq mm.
- Relative to the synthesized area, the layout overhead comes to 6.652%.
- The run puts the ratio of cells with drive above 1 in the final layout at 2.727%.

Clocking:
- The run gives the clock insertion delay at the later pin of the skew report as 0.42 ns.
- The run gives the number of instances resized during post-cts repair as 0.
- The run puts the clock transition at the registers of the reported paths at 0.09 ns.
- TritonCTS built the clock tree.
- Per the CTS log, the buffer count on the longest clock path is 2.
- The run puts the H-tree depth at 3.
- The run puts the number of sinks handled by clock tree synthesis at 97.
- The report puts the hold buffer count at CTS at 0.
- The run puts the number of clock buffers inserted by TritonCTS at 9.
- The run gives the root cell of the clock tree as sky130_fd_sc_hd__clkbuf_16.
- The number of setup buffers added after CTS is 0.

Flow run:
- The run puts the tally of OpenROAD warnings at 25.
- The run puts the number of violations of the max-capacitance limit at 0.

Place:
- Port buffering added 136 buffers.
- The placement summary gives the final routability congestion estimate as 0.9643.
- The run gives the post-detailed-placement half-perimeter wirelength as 90720 um.
- The run puts the post-detailed-placement cell area at 0.04337 sq mm.

Timing:
- Setup repair after global routing left no endpoint under its margin.
- The run gives the total negative slack for setup checks as 0 ns.
- The run puts the count of final setup violators at 0.
- The run gives the transition time at the pin with the least slew margin as 0.8536 ns.
- Measured against its own limit, the worst slew margin works out to 43.09%.
- The run puts the minimum period implied by the final worst setup slack at 10.35 ns.
- The run puts the share of the clock period used by the worst path after layout at 50.47%.
- The run gives the maximum clock skew at final layout as 0.03243 ns.
- Max-slew check failures listed in the final report amount to 0.
- The final timing report lists a hold violation count of 0.
- The run puts the fmax at 96.66 MHz.

Outcome:
- The flow ran to the end, and the final reports show no timing, DRC or antenna violations.

Hold path:
- The tightest min-delay check is of the reg2reg type.
- Along the worst hold path, the cell count comes to 2.
- The run gives the worst-case hold path end point as a[4].
- In this run the most critical hold path is launched from a[4].
placed cells by master (no fill, tap or decap), types with 4 or more instances in the layout:
cell type                         synthesis  final
sky130_fd_sc_hd__fa_1                  1050   1050
sky130_fd_sc_hd__nor3_1                  25     25
sky130_fd_sc_hd__dfrtp_1                 97     97
sky130_fd_sc_hd__o21ai_0                 48     48
sky130_fd_sc_hd__a211oi_1                11     11
sky130_fd_sc_hd__a311oi_1                 4      4
sky130_fd_sc_hd__xor2_1                  32     32
sky130_fd_sc_hd__and3_1                   9      9
sky130_fd_sc_hd__ha_1                   208    208
sky130_fd_sc_hd__mux2i_1                 32     32
sky130_fd_sc_hd__clkdlybuf4s50_1          0    134
sky130_fd_sc_hd__nand2b_1                23     23
sky130_fd_sc_hd__o211ai_1                14     14
sky130_fd_sc_hd__nor4_1                   8      8
sky130_fd_sc_hd__nor2b_1                 31     31
sky130_fd_sc_hd__a21oi_1                122    121
sky130_fd_sc_hd__o21a_1                   8      8
sky130_fd_sc_hd__buf_4                    1     90
sky130_fd_sc_hd__a31oi_1                 12     12
sky130_fd_sc_hd__a21o_1                  26     25
sky130_fd_sc_hd__nand4_1                 16     16
sky130_fd_sc_hd__clkbuf_16                0      9
sky130_fd_sc_hd__o21bai_1                15     15
sky130_fd_sc_hd__a22oi_1                  7      7
sky130_fd_sc_hd__nand2_1                592    592
sky130_fd_sc_hd__xnor2_1                 75     75
sky130_fd_sc_hd__or3_1                    4      4
sky130_fd_sc_hd__and2_1                 565    565
sky130_fd_sc_hd__nor2_1                 115    115
sky130_fd_sc_hd__inv_1                  977    977
sky130_fd_sc_hd__nand3_1                 18     18
layer usage:
layer  share of wire, %  routed length [um]  vias up
met5                  0                   0        -
met4                4.1                4864        0
met3                9.0               10570      231
met2                 51               60250     1107
met1                 36               42220    14970
li1                   -                   -    12920
cell usage after synthesis, types with 3 or more instances:
library cell / n
sky130_fd_sc_hd__a21oi_1: 122
sky130_fd_sc_hd__nand2b_1: 23
sky130_fd_sc_hd__nor2_1: 115
sky130_fd_sc_hd__a211oi_1: 11
sky130_fd_sc_hd__o41ai_1: 3
sky130_fd_sc_hd__nor3_1: 25
sky130_fd_sc_hd__clkbuf_1: 236
sky130_fd_sc_hd__o21bai_1: 15
sky130_fd_sc_hd__or3_1: 4
sky130_fd_sc_hd__nor2b_1: 31
sky130_fd_sc_hd__o21ai_0: 48
sky130_fd_sc_hd__nor4_1: 8
sky130_fd_sc_hd__a21o_1: 26
sky130_fd_sc_hd__fa_1: 1050
sky130_fd_sc_hd__ha_1: 208
sky130_fd_sc_hd__inv_1: 977
sky130_fd_sc_hd__a21boi_0: 3
sky130_fd_sc_hd__dfrtp_1: 97
sky130_fd_sc_hd__o21a_1: 8
sky130_fd_sc_hd__buf_1: 3
sky130_fd_sc_hd__or4_1: 3
sky130_fd_sc_hd__and2_1: 565
sky130_fd_sc_hd__o211ai_1: 14
sky130_fd_sc_hd__mux2i_1: 32
sky130_fd_sc_hd__a22oi_1: 7
sky130_fd_sc_hd__nand4_1: 16
sky130_fd_sc_hd__a31oi_1: 12
sky130_fd_sc_hd__nand2_1: 592
sky130_fd_sc_hd__a311oi_1: 4
sky130_fd_sc_hd__nand3_1: 18
sky130_fd_sc_hd__xor2_1: 32
sky130_fd_sc_hd__and3_1: 9
sky130_fd_sc_hd__o31ai_1: 3
sky130_fd_sc_hd__buf_2: 3
sky130_fd_sc_hd__xnor2_1: 75
metrics by stage:
| step | instances | hold slack [ns] | worst slack, ns | util, % |
|---|---|---|---|---|
| 3_5_place_dp | 5481 | 0.4568 | 10.18 | 53.67 |
| 3_3_place_gp | 5481 | 0.4528 | 10.17 | 53.67 |
| 5_1_grt | 5497 | 0.5050 | 9.497 | 54.02 |
| 4_1_cts | 5497 | 0.4745 | 10.15 | 54.02 |
| 6_report | 5497 | 0.4726 | 10.15 | 54.02 |
| 2_1_floorplan | 4440 | 0.4714 | 11.63 | - |
worst max-delay path: cells and delay by family, from the launching register on:
family / cells / cell delay [ns]
simple gates: 6 / 1.03
compound gates: 9 / 2.15
xor+xnor: 2 / 0.56
flops: 1 / 0.79
fa+ha+maj: 10 / 5.33
buf+inv: 1 / 0.40
worst max-delay path by stage:
stage	start	to	slack (ns)	cells past startpoint
after CTS	out1[4]	out1[31]	10.15	32
after global routing	out1[3]	out1[31]	9.50	34
final	out1[4]	out1[31]	10.15	28
area by class of cell:
class | count | area, sq um
inverter | 977 | 3667
fill | 7286 | 37160
sequential | 97 | 2427
multi-input combinational | 3123 | 33930
tap | 1060 | 1326
clock buffer | 10 | 229.0
clock inverter | 6 | 51.30
timing repair buffer | 224 | 2017
flip-flops by register name, summed over array words and instances, names as in the netlist:
name	flops
out1	32
update_wait	1
a	32
out2	32
kinds of logic (layout without fill, tap and decap cells):
logic type,count (synthesis),in the layout,share of synthesized area [%]
AOI/OAI and AO/OA,303,303,4.656
xor gates and xnor gates,108,108,2.345
adders and majority gates,1258,1258,57.72
buffers and inverters,1220,1217,11.21
DFF,97,97,5.931
muxes,32,32,0.7826
and+or+nand+nor,1422,1422,17.36
