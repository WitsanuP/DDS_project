--- /design/flow/config.mk ---
export PLATFORM = sky130hd
export DESIGN_NAME = button
export DESIGN_NICKNAME = button
export VERILOG_FILES = /design/flow/design.v
export SDC_FILE = /design/flow/constraint.sdc
export NUM_CORES = 4
export LEC_CHECK = 1
export CORE_AREA = 10 10 107 107
export DIE_AREA = 0 0 117 117
--- /design/flow/constraint.sdc ---
current_design button

set clk_period 2.5
set clk_io_pct 0.2

create_clock -name clk0 -period $clk_period [get_ports {Fg_CLK}]

set non_clock_inputs [all_inputs -no_clocks]
set_input_delay [expr $clk_period * $clk_io_pct] -clock clk0 $non_clock_inputs
set_output_delay [expr $clk_period * $clk_io_pct] -clock clk0 [all_outputs]
--- /design/flow/design.v ---
module button(Fg_CLK,RESETn,ExtBTN,IntBTN);
    input Fg_CLK;
    input RESETn;
    input  ExtBTN;
    output reg IntBTN;
    reg D1;
    reg D2;
    reg D3;
    reg [25:0] counter;
    reg enable_counter;
                parameter [25:0] time_counter_limit = 7200000; 
always @(posedge Fg_CLK or negedge RESETn) begin
    if(~RESETn)begin
            D1 <= 0;
            D2 <= 0;
            D3 <= 0;
    end
    else begin
        D1 <= ExtBTN;
        D2 <= D1;
        D3 <= D2;
        if(~enable_counter) IntBTN <= (~D2 & D3 &(counter == 0));
    end
end
always @(posedge Fg_CLK or negedge RESETn) begin
    if(~RESETn)begin
        counter <= 0;
    end
    else if(counter < time_counter_limit && (enable_counter == 1))begin
        counter <= counter + 1;
    end
    else begin  
        counter <= 0;
    end
end
always @(posedge Fg_CLK or negedge RESETn) begin
    if(~RESETn)begin
        enable_counter <= 0 ;
    end
    else if(IntBTN)begin
        enable_counter <= 1;
    end
    else if(~(counter < time_counter_limit && (enable_counter == 1)))begin
        enable_counter <= 0;
    end
end
endmodule
--- /design/flow/run.sh ---
#!/bin/bash
# OpenROAD 26Q1-2900-gdf79404cd8, Yosys 0.63+post, stock flow scripts
make -C /OpenROAD-flow-scripts/flow DESIGN_CONFIG=/design/flow/config.mk WORK_HOME=/design/flow/orfs finish
==> node_exporter_impl.prom <==
# HELP chip_impl_metric Metrics from one implementation run
# TYPE chip_impl_metric gauge
chip_impl_info{name="run_status",value="completed"} 1
chip_impl_metric{name="globalRouteTotalUtil",unit="%"} 4.27
chip_impl_metric{name="post_cts_resize_count",unit=""} 0
chip_impl_metric{name="routabilityCongestion",unit=""} 0.771
chip_impl_metric{name="synthCells",unit=""} 147
chip_impl_metric{name="synth-warning-count",unit=""} 1
chip_impl_metric{name="chip_area",unit="sq um"} 13700
chip_impl_metric{name="grt_remaining_overflow",unit=""} 0
chip_impl_metric{name="timing.critical_path.slowest_cell_delay",unit="ns"} 0.71
chip_impl_metric{name="setup_viol",unit=""} 0
chip_impl_metric{name="hold_ws",unit="ns"} 0.351
chip_impl_metric{name="post_dp_hpwl",unit="um"} 1840
chip_impl_metric{name="synth_chip_area",unit="sq um"} 1470
chip_impl_metric{name="layout_min_cycle_time",unit="ns"} 2.20
chip_impl_metric{name="postRouteWirelength",unit="um"} 2660
chip_impl_metric{name="routed_via_density",unit=""} 3.89
chip_impl_metric{name="drt.antenna.violating_nets",unit=""} 0
chip_impl_metric{name="synth.yosys.num_cells",unit=""} 147
chip_impl_metric{name="synth_area_per_cell",unit="sq um"} 10.0
chip_impl_metric{name="area.growth.synth_to_final",unit="%"} 15.0
chip_impl_metric{name="p_leak",unit="nW"} 0.605
chip_impl_metric{name="mux_share",unit="%"} 0
chip_impl_info{name="min-delay-path-class",value="reg -> reg"} 1
chip_impl_metric{name="floorplan.io_pins",unit=""} 4
chip_impl_metric{name="power.share.combinational",unit="%"} 2.5
chip_impl_metric{name="fin_worst_skew",unit="ns"} 0.00445
chip_impl_metric{name="final_layout_size_suffix_gt1_share",unit="%"} 7.74
chip_impl_metric{name="synthAdderAreaFrac",unit="%"} 1.70
chip_impl_metric{name="yosys.area_share.simple",unit="%"} 24.4
chip_impl_info{name="timing.critical_path.cells",value="ha_1 -> nand3_1 -> or4_1 -> or3_1 -> a21oi_1"} 1
chip_impl_info{name="crit_type",value="reg -> reg"} 1
chip_impl_metric{name="hold_viol_final",unit=""} 0
chip_impl_metric{name="postSynthRegisterBits",unit=""} 31
chip_impl_metric{name="stage_log_warnings",unit=""} 26
chip_impl_metric{name="grt_first_pass_wirelength",unit="um"} 4840
chip_impl_metric{name="power_frac_seq",unit="%"} 57.4
chip_impl_metric{name="num_vias",unit=""} 1034
chip_impl_metric{name="die_w",unit="um"} 117
chip_impl_metric{name="synth-edff-count",unit=""} 1
chip_impl_metric{name="irDropWorstVdd",unit="mV"} 0.196
chip_impl_metric{name="grt_start_max_net_pins",unit=""} 31
chip_impl_metric{name="finish.cell_count_without_fillers",unit=""} 266
chip_impl_metric{name="max-clock-path-buffers",unit=""} 2
chip_impl_metric{name="drc",unit=""} 0
chip_impl_metric{name="worst_ep_required_time",unit="ns"} 2.70
chip_impl_metric{name="die_h",unit="um"} 117
chip_impl_metric{name="mappedNetlistArea",unit="sq um"} 1470
chip_impl_metric{name="clock-sinks",unit=""} 31
chip_impl_metric{name="yosys.area_share.aoi",unit="%"} 7.99
chip_impl_metric{name="number_of_antenna_violations_at_the_first_check_in_global_routing",unit=""} 0
chip_impl_metric{name="finalInstanceArea",unit="sq um"} 1690
chip_impl_info{name="most-common-layout-cells",value="30 x sky130_fd_sc_hd__dfrtp_1, 19 x sky130_fd_sc_hd__nor2_1, 10 x sky130_fd_sc_hd__xnor2_1"} 1
chip_impl_metric{name="fp.coreArea",unit="sq um"} 9200
chip_impl_metric{name="regToRegSetupSlack",unit="ns"} 0.30
chip_impl_info{name="post_synth_main_logic_family",value="simple AND/OR/NAND/NOR gates"} 1
chip_impl_metric{name="diodes",unit=""} 0
chip_impl_metric{name="power_report.internal_total",unit="mW"} 0.709
chip_impl_info{name="rsz0062_at_grt",value="false"} 1
chip_impl_metric{name="max_cap_violations",unit=""} 0
chip_impl_metric{name="drt_pass1_iterations",unit=""} 4
chip_impl_metric{name="path_clk_slew",unit="ns"} 0.06
chip_impl_metric{name="clock_latency",unit="ns"} 0.28
chip_impl_metric{name="route.detailed.wl_per_inst",unit="um"} 10.0
chip_impl_metric{name="core.rowCount",unit=""} 35
chip_impl_metric{name="number_of_cells_after_detailed_placement",unit=""} 259
chip_impl_info{name="cts_root_buffer",value="sky130_fd_sc_hd__clkbuf_8"} 1
chip_impl_metric{name="totalNegativeSetupSlack",unit="ns"} 0
chip_impl_metric{name="cts_inserted_buffers",unit=""} 5
chip_impl_metric{name="initialDrtViolationCount",unit=""} 42
chip_impl_metric{name="htree_num_levels",unit=""} 2
chip_impl_metric{name="maxClockFrequency",unit="GHz"} 0.455
chip_impl_metric{name="post_cts_hold_buffer_count",unit=""} 0
chip_impl_metric{name="power_per_cell_area",unit="nW/um^2"} 528
chip_impl_info{name="timing.critical_path.from_type",value="flop"} 1
chip_impl_metric{name="synth_xor_xnor_area_share",unit="%"} 7.73
chip_impl_metric{name="synth-async-reset-ratio",unit="%"} 96.8
chip_impl_info{name="yosys_most_used_dff",value="sky130_fd_sc_hd__dfrtp_1"} 1
chip_impl_metric{name="synth.yosys.seq_area_share",unit="%"} 53.0
chip_impl_metric{name="clock_power_share",unit="%"} 40.1
chip_impl_metric{name="post-cts-setup-buffers",unit=""} 0
chip_impl_metric{name="dpl-instance-area",unit="sq um"} 1620
chip_impl_info{name="worstSetupEndpointType",value="flop"} 1
chip_impl_metric{name="netSwitchingFraction",unit="%"} 20.7
chip_impl_metric{name="worstPathMaxFanout",unit=""} 8
chip_impl_metric{name="worst-endpoint-arrival",unit="ns"} 2.40
chip_impl_metric{name="final-max-slew-violation-count",unit=""} 0
chip_impl_metric{name="initial_core_util",unit="%"} 16.0
chip_impl_metric{name="layout_worst_path_cycle_share",unit="%"} 87.9
chip_impl_metric{name="net_load_switching_power",unit="mW"} 0.185
chip_impl_info{name="layout_top_cell",value="sky130_fd_sc_hd__dfrtp_1"} 1
chip_impl_info{name="tritoncts",value="done"} 1
chip_impl_metric{name="yosysUniqueCellTypes",unit=""} 32
chip_impl_metric{name="numPortBuffers",unit=""} 3
chip_impl_metric{name="first_global_vias",unit=""} 1080
chip_impl_info{name="critPathSlowestCell",value="sky130_fd_sc_hd__or4_1"} 1
## synth_stat cells (3+ instances only)
| master | instances | area [sq um] |
|---|---|---|
| sky130_fd_sc_hd__dfrtp_1 | 30 | 751 |
| sky130_fd_sc_hd__nor2_1 | 19 | 71.3 |
| sky130_fd_sc_hd__xnor2_1 | 10 | 87.6 |
| sky130_fd_sc_hd__nand2_1 | 9 | 33.8 |
| sky130_fd_sc_hd__a21oi_1 | 8 | 40.0 |
| sky130_fd_sc_hd__inv_1 | 7 | 26.3 |
| sky130_fd_sc_hd__nand3_1 | 7 | 35.0 |
| sky130_fd_sc_hd__o21ai_0 | 7 | 35.0 |
| sky130_fd_sc_hd__nor3_1 | 6 | 30.0 |
| sky130_fd_sc_hd__nor4_1 | 6 | 37.5 |
| sky130_fd_sc_hd__or3_1 | 5 | 31.3 |
| sky130_fd_sc_hd__nand4_1 | 4 | 25.0 |
| sky130_fd_sc_hd__buf_6 | 3 | 33.8 |
| sky130_fd_sc_hd__or4_1 | 3 | 22.5 |
| sky130_fd_sc_hd__xor2_1 | 3 | 26.3 |
## registers in the layout, indices dropped and copies added (netlist names)
signal,count
enable_counter,1
counter,26
D3,1
D1,1
IntBTN,1
D2,1
## worst max-delay path: cells and delay by family (launching register included)
kind	cells	cell delay [ns]
AND-OR/OR-AND	1	0.15
adder cells (fa/ha/maj)	1	0.27
AND/OR/NAND/NOR	3	1.29
flip-flops	1	0.41
## per-stage QoR
step	worst slack [ns]	total power, mW	util [%]
global placement	0.372	0.546	17.6
detailed placement	0.325	0.546	17.6
global route	0.120	0.932	18.4
CTS	0.323	0.907	18.4
floorplan	0.567	0.529	-
finish	0.303	0.894	18.4
## layer usage
metal	share of wire [%]	up-vias	track usage (%)
met5	0	-	0
li1	-	524	-
met2	47	8	6.79
met3	3.5	2	1.34
met4	1.5	0	0.906
met1	48	500	5.62
## power groups by stage
| stage | registers, mW | logic, mW | clock network [mW] |
|---|---|---|---|
| finish | 0.513 | 0.0226 | 0.358 |
| global route | 0.514 | 0.0262 | 0.392 |
| CTS | 0.513 | 0.0238 | 0.370 |
## layout make-up
class	count	area, sq um
multi-input combinational	105	627
timing repair buffer	5	45.0
fill	1008	7500
clock buffer	7	76.3
sequential	31	781
inverter	7	26.3
tap	111	139
## worst paths after layout
path                                       from                     to  cells past startpoint
max                        counter[0]$_DFF_PN0_  counter[18]$_DFF_PN0_                      5
min                                D1$_DFF_PN0_           D2$_DFF_PN0_                      0
min in group asynchronous                RESETn  counter[25]$_DFF_PN0_                      2
max reg2reg                counter[0]$_DFF_PN0_  counter[18]$_DFF_PN0_                      5
max in group asynchronous                RESETn           D1$_DFF_PN0_                      2
min reg2reg                        D1$_DFF_PN0_           D2$_DFF_PN0_                      0
## cells by family after synthesis
group,after synthesis
compound gates,20
xor+xnor,13
fa+ha+maj,2
buf+inv,13
flops,31
other cells,1
simple gates,67
Power is estimated from default activity; no workload was simulated.
